## flow/config.mk

```make
export PLATFORM = sky130hd
export DESIGN_NAME = ALU
export DESIGN_NICKNAME = ALU
export VERILOG_FILES = /design/flow/design.v
export SDC_FILE = /design/flow/constraint.sdc
export NUM_CORES = 4
export LEC_CHECK = 1
export CORE_UTILIZATION = 40
```

## flow/constraint.sdc

```tcl
current_design ALU

set clk_period 21.3
set clk_io_pct 0.2

create_clock -name clk0 -period $clk_period

set non_clock_inputs [all_inputs -no_clocks]
set_input_delay [expr $clk_period * $clk_io_pct] -clock clk0 $non_clock_inputs
set_output_delay [expr $clk_period * $clk_io_pct] -clock clk0 [all_outputs]
```

## flow/design.v

```verilog
parameter 					FPRegWidth = 43;
parameter					F_Null 		= 0;
parameter					F_AddSub 	= 1;
parameter					F_Mul 		= 2;
parameter					F_Div 		= 3;
parameter					F_Sqrt 		= 4;
parameter					F_AbsOpp 	= 5;
parameter					F_Trns 		= 6;
module ALU (a, b, func, result);
input	[31:0] 	a, b;
input	[3:0] 	func;
output	[31:0] 	result;
reg		[31:0]	result;
always @ ( * )
	case (func)
		0:	result = a & b;
		1:	result = a | b;
		2:	result = a ^ b;
		3:	result = a + b;
		4:	result = a - b;
		default:	result = 0;
	endcase
endmodule
```

## flow/run.sh

```bash
#!/bin/bash
# OpenROAD 26Q1-2900-gdf79404cd8, Yosys 0.63+post, stock flow scripts
make -C /OpenROAD-flow-scripts/flow DESIGN_CONFIG=/design/flow/config.mk WORK_HOME=/design/flow/orfs finish
```

==> flow_summary_export.csv <==
group,metric,value,unit
yosys,top_area_cell,"ha_1",
final_timing,post-route-period-util,0.624,
cells_and_area,ff_latch_area,0,um^2
setup_path,path_cells,"clkdlybuf4s50_1 -> or4_4 -> nor3_4 -> nand3_1 -> o41ai_1 -> xnor2_1 -> ha_1 -> nand2_1 -> o21a_1 -> o31ai_1 -> a31oi_1 -> o21ai_0 -> a31oi_1 -> xor2_1 -> o21ai_0 -> clkdlybuf4s50_1",
detailed_routing,num_vias,4425,
floorplan,die_x,103,um
place,gp_congestion,0.924,
setup_path,path_class,"input port to output pin",
cells_and_area,fill_cells,989,
hold_path,min_from,"a[6]",
cells_and_area,final_common_cell,"clkdlybuf4s50_1",
hold_path,hold_path.class,"input port to output pin",
floorplan,fp_util,0.413,
setup_path,cp-start-kind,"input port",
global_routing,grt_pass1_vias,4191,
place,dp.cells,803,
yosys,synth_cell_types,44,
global_routing,grt_start_max_net_pins,33,
detailed_routing,antenna_left,0,
yosys,yosys_cells,592,
detailed_routing,drc_errors,0,
cells_and_area,area_delta_synth_final,27.5,%
power_and_ir_drop,power.density,24.5,nW/um^2
setup_path,cp_num_buf_inv,2,
final_timing,worst_pin_slew,908,ps
final_timing,min_period,13290,ps
detailed_routing,firstDrtPassIters,4,
clock_network,postCtsResizedCells,0,
floorplan,die_area,10500,um^2
detailed_routing,routed_via_density,5.51,
setup_path,crit_required,17040,ps
yosys,ys_seq_frac,0,
final_timing,setup_viol,0,
detailed_routing,drt_iter0_markers,159,
yosys,top_cells_by_area,"ha_1, xnor2_1, o21ai_0",
yosys,synth_cells,592,
cells_and_area,flop-count,0,
final_timing,hold_viol,0,
cells_and_area,drive_above_1_share,0.0254,
power_and_ir_drop,power_leakage,0.00237,uW
setup_path,crit_fanout,6,
place,dp_hpwl,9840,um
hold_path,whs_path_depth,5,
yosys,syn_area,4060,um^2
detailed_routing,antennaDiodeCount,0,
detailed_routing,wl,12200,um
global_routing,grt_pass1_wl,20000,um
cells_and_area,final_layout_top_logic_cells,"clkdlybuf4s50_1, ha_1, inv_1",
run,warnings,65,
detailed_routing,routedWlPerCell,15.2,um
setup_path,slowest_delay,770,ps
run,drv_cap,0,
floorplan,ioPinCount,100,
clock_network,post_cts_buffers,0,
yosys,ys_area,4060,um^2
final_timing,final.setup.tns,0,ps
hold_path,hold_end,"result[6]",
cells_and_area,clock_buffers,0,
final_timing,rsz0062_at_grt,"false",
power_and_ir_drop,ir_drop,10.5,uV
place,portBuffers,100,
global_routing,overflow,0,
yosys,synth_top_area_share,0.296,
final_timing,drv_slew,0,
yosys,avgSynthCellArea,6.85,um^2
setup_path,end_kind,"output pin",
floorplan,core,9820,um^2
cells_and_area,logic_area,3700,um^2
run_status,status,"finished, final reports clean",
clock_network,holdBufCountCts,0,
cells_and_area,stdcell_count,803,
yosys,ys_warn_count,1,
final_timing,relSlewSlack,0.388,
global_routing,antenna_found_initial,0,
floorplan,fp-row-count,36,
floorplan,fp.dieH,103,um
setup_path,slowest_stage,"o21ai_0",
global_routing,grtUsageTotal,0.240,
setup_path,cp_data_arrival_time,9030,ps
final_timing,clock.fmax,75.2,MHz
setup_path,critical_path.top_delay_family,"AND-OR/OR-AND gates",
layer usage:
metal / wire length, um / up-vias / GRT usage / share of wire
met4: 61 / 0 / 0.0165 / 0.0050
met2: 5460 / 103 / 0.400 / 0.45
met3: 395 / 10 / 0.00276 / 0.032
met5: 0 / - / 0 / 0
li1: - / 2285 / - / -
met1: 6330 / 2027 / 0.362 / 0.52
through the flow:
stage,setup slack (ps),area (um^2),power (uW),utilization,hold slack [ps]
2_1_floorplan,9590,4060,77.1,-,8730
3_3_place_gp,8170,5170,125,0.527,9710
3_5_place_dp,8110,5170,125,0.527,9710
4_1_cts,8060,5170,127,0.527,9720
5_1_grt,7670,5170,142,0.527,9760
6_report,8010,5170,127,0.527,9710
layout make-up:
class	count	share of cell area
timing repair buffer	104	0.199
multi-input combinational	494	0.716
tap	133	0.0322
inverter	72	0.0523
cell families (layout without fill, tap and decap cells):
logic type	Yosys count	after routing	share of synthesized area
AND-OR/OR-AND	197	197	0.316
AND/OR/NAND/NOR	143	143	0.168
buffers and inverters	98	176	0.0910
adder cells (fa/ha/maj)	97	97	0.301
XOR/XNOR	57	57	0.123
worst max-delay path by stage:
stage | startpoint | end | slack (ps) | cells past startpoint
after CTS | b[4] | result[31] | 8060 | 18
after global routing | b[4] | result[31] | 7670 | 18
final | b[4] | result[30] | 8010 | 16
worst min-delay path, delay by kind of cell:
kind	cells	cell delay, ps
buf+inv	3	950
fa+ha+maj	1	150
compound gates	1	100
cells in the mapped netlist, types with 6 or more instances:
cell      number
ha_1          96
inv_1         72
nor2_1        58
o21ai_0       57
a21oi_1       45
xnor2_1       43
nand2_1       36
a221oi_1      31
clkbuf_1      25
a21o_1        15
xor2_1        14
nand4_1       11
o31ai_1        8
a31oi_1        7
nor3_1         7
nand3_1        6
o21a_1         6
o21bai_1       6
where the power goes:
part	switching, uW	internal [uW]
Sequential	0	0
Clock	0	0
Combinational	67.4	59.3
Power figures rest on the tool's default switching activity, not on a simulated workload.
