## flow/config.mk

```make
export PLATFORM = sky130hd
export DESIGN_NAME = RegFile
export DESIGN_NICKNAME = RegFile
export VERILOG_FILES = /design/flow/design.v
export SDC_FILE = /design/flow/constraint.sdc
export NUM_CORES = 4
export LEC_CHECK = 1
export CORE_UTILIZATION = 30
```

## flow/constraint.sdc

```tcl
current_design RegFile

set clk_period 11.1
set clk_io_pct 0.2

create_clock -name clk0 -period $clk_period [get_ports {clk}]

set non_clock_inputs [all_inputs -no_clocks]
set_input_delay [expr $clk_period * $clk_io_pct] -clock clk0 $non_clock_inputs
set_output_delay [expr $clk_period * $clk_io_pct] -clock clk0 [all_outputs]
```

## flow/design.v

```verilog
parameter 					FPRegWidth = 43;
parameter					F_Null 		= 0;
parameter					F_AddSub 	= 1;
parameter					F_Mul 		= 2;
parameter					F_Div 		= 3;
parameter					F_Sqrt 		= 4;
parameter					F_AbsOpp 	= 5;
parameter					F_Trns 		= 6;
module RegFile (rna, rnb, d1, d2, wn1, wn2, we1, we2, clk, nClr, qa, qb);
input	[3:0]	rna, rnb, wn1, wn2;
input	[31:0]	d1, d2;
input			we1, we2, clk, nClr;
output	[31:0]	qa, qb;
reg		[31:0]	registers	[0:15];
integer 		i;
assign qa = registers[rna];
assign qb = registers[rnb];
always @(posedge clk or negedge nClr)
	if(!nClr) begin
		for(i = 0; i < 16; i = i + 1)
			registers[i] <= #1 0;
		end
	else begin
		if(we1)
			registers[wn1] <= #1 d1;
		if(we2 && (!we1 || (wn1 != wn2)))
			registers[wn2] <= #1 d2;
		end
endmodule
```

## flow/run.sh

```bash
#!/bin/bash
# OpenROAD 26Q1-2900-gdf79404cd8, Yosys 0.63+post, stock flow scripts
make -C /OpenROAD-flow-scripts/flow DESIGN_CONFIG=/design/flow/config.mk WORK_HOME=/design/flow/orfs finish
```

==> notes.md <==
## CTS
- 3 — Longest Clk Path Bufs
- 59 — number of buffers inserted during clock tree synthesis
- 2 — H-tree levels
- 0 — CTS hold repair buffers
- clkbuf_16 — clock tree root buffer cell
- 0.06 ns — clock-pin slew reported for the worst setup and hold paths after clock tree synthesis
- 0.65 ns — clock latency of the later-clocked register in the worst-skew pair
- 512 — sinks on the clock net
- 0 — post-cts sizing count
- built — CTS tree
- 0 — number of setup buffers added after CTS

## Finish
- 10.6% — layout cells sized above 1
- 5091 — non-filler cells in the finished layout
- registers — Most flops, register
- registers (512) — leading registers by flop count
- 512 — number of flip-flops under the largest register name
- 10969 — Fill cells
- 14.7% — growth of design area from synthesis to finish
- 34.7% — post-route core utilization
- 37800 sq um — Finished Cell Area

## Placed design
- 147 — PortBufs
- 3.21 ns — Place WS
- 124000 um — detailed-placement wirelength estimate
- 4965 — DP Cell Count
- 35600 sq um — placed cell area
- 1.10 — routability congestion estimate from global placement

## Critical path
- primary input to primary output — kind of critical path
- 39 — maximum fanout count along the critical path
- a221oi_1 — Critical Path Slowest Stage Cell
- 8.88 ns — required time reported for the critical path endpoint
- buf_4 > buf_4 > nor2b_1 > buf_4 > and2_0 > a221oi_1 > nor2_1 > o32a_1 > clkdlybuf4s50_1 — worst-path cell chain
- 5.97 ns — data arrival time of the critical path
- buf_4 — Crit path top cell by count
- primary input — kind of start point of the critical path
- primary output — CP endpoint kind
- 0.94 ns — largest incremental delay on the critical path

## Yosys
- 0 — count of flip-flops with a built-in enable after synthesis
- dfrtp_1 (39%), mux2i_1 (18%), a21oi_1 (9.2%) — Largest cells by area
- 100% — async set-or-reset flop fraction in the synthesized netlist
- dfrtp_1 — top cell type by total area after synthesis
- 512 — number of synthesized register bits
- 32900 sq um — chip area from the yosys synthesis statistics
- 9.03 sq um — synthesized area per cell
- 68 — count of cell types in the netlist
- 3644 — ys cells
- 32900 sq um — Mapped Area
- 2 — yosys synthesis warning count
- dfrtp_1 — dominant register cell
- nor2_1 — most repeated cell in the gate-level netlist after synthesis
- 3644 — number of instances in the synthesized netlist
- 38.9% — sequential-to-total area share from yosys stat
- nor2_1 (623), a21oi_1 (602), mux2i_1 (600) — most numerous cell types in the synthesized netlist
- 38.9% — area fraction of the dominant cell type after synthesis

## Routing
- 185000 um — Routed WL
- 36.3 um — routed len/inst
- 23500 um — routed length on met3
- 0 — number of antenna-violating nets in the routed design
- 32792 — routed vias
- 0 — DRC violations left
- 4162 — initial drt markers
- 69800 um — routed metal-1 wirelength
- 23 — Detailed Routing Iterations Pass 1
- 6.44 — Vias per Instance
- met5 — uppermost layer routed
- 78200 um — amount of wire on met2 after detailed routing

## Floorplan
- 30.2% — initial core utilization
- 333 um — chip width
- 111000 sq um — die area
- 121 — number of rows created at floorplan
- 109000 sq um — area of the core
- 333 um — Die Span Y
- 148 — number of top-level pins

## Timing
- 0 — final-report max-slew violation count
- 2.91 ns — final worst setup slack
- 0.590 ns — hold slack
- 0 ns — setup skew after layout
- 0 ns — setup TNS
- 0 — number of setup violations in the final report
- 8.19 ns — Min Clock Period, post-route
- 122 MHz — achievable frequency
- no — setup repair after global routing missed its margin
- 1.24 ns — pin slew with the least headroom to its limit
- 0 — Final Hold Viols
- 73.7% — period utilization
- 16.4% — worst-case headroom to the max-slew limit

## Power
- 6.91 mW — Total Power Consumption
- 183 nW/um^2 — Power Dens Cells
- 121 uV — worst IR drop on VDD
- 15.6 nW — cell leakage power

## Flow run
- 0 — max-cap violations
- 28 — number of logged tool warnings

## GRT
- 15 — number of antenna violations at the first check in global routing
- 102 — largest net degree at the start of global routing
- 253000 um — first-pass GRT wire length
- 33.4% — total global-route track usage
- 30910 — via count of the first global-routing pass
- 0 — overall overflow remaining after global route

## Outcome
- completed — status

## Worst hold path
- flip-flop to flip-flop — type of the most critical hold path

## cell usage in the layout (no fill, tap or decap), types with 11 or more instances in the layout
master,synthesis,final
a21oi_1,602,602
mux2i_1,600,600
o21ai_0,67,67
inv_1,11,11
nand2b_1,15,15
a22o_1,45,45
a31oi_1,28,28
nor2_1,623,616
buf_4,48,179
clkbuf_16,0,61
a22oi_1,144,144
a211oi_1,17,17
nand3_1,17,17
o32a_1,29,29
nand2_1,91,88
nor2b_1,30,23
diode_2,0,17
and2_1,12,12
a221oi_1,55,55
a32oi_1,35,35
o211ai_4,10,11
o22a_1,15,15
a32o_1,13,13
mux2_2,38,38
o22ai_1,57,57
clkbuf_8,0,16
nor3_1,23,23
dfrtp_1,512,512
clkdlybuf4s50_1,0,138
## critical path: cells and delay by family
family	cells	cell delay [ns]
AND-OR/OR-AND	2	1.36
buffers and inverters	4	1.68
AND/OR/NAND/NOR	3	0.65
## kinds of logic after synthesis
logic type	share of synthesized area, %
AND-OR/OR-AND	23.6
XOR/XNOR	0.152
AND/OR/NAND/NOR	11.0
buffers and inverters	6.23
multiplexers	20.2
flip-flops	38.9
## layout make-up
class | count | area, sq um | share of cell area [%]
Antenna cell | 17 | 42.5 | 0.113
Inverter | 12 | 45.0 | 0.119
Sequential cell | 512 | 12800 | 33.9
Tap cell | 1414 | 1770 | 4.69
Multi-Input combinational cell | 2708 | 18200 | 48.3
Clock buffer | 86 | 1780 | 4.72
Clock inverter | 23 | 312 | 0.825
Timing Repair Buffer | 319 | 2760 | 7.31
## layer usage
| metal | up-vias | track usage, % |
|---|---|---|
| met5 | - | 1.09 |
| met4 | 18 | 18.7 |
| met3 | 726 | 13.7 |
| met2 | 2452 | 47.4 |
| met1 | 16284 | 43.4 |
| li1 | 13312 | - |
## power breakdown
part,internal (mW),switching (mW),total (mW)
sequential,2.37,0.675,3.05
combinational,0.782,0.938,1.72
clock,1.27,0.875,2.14
total,4.42,2.49,6.91
## path summary, 6_finish.rpt
path | from | to | slack, ns | depth (start not counted)
worst min register to register | registers[8][23] | registers[8][23] | 0.59 | 2
worst max register to register | registers[10][11] | registers[10][11] | 10.17 | 2
worst min-delay path | registers[8][23] | registers[8][23] | 0.59 | 2
min in group asynchronous | nClr | registers[12][5] | 1.54 | 1
max in group asynchronous | nClr | registers[11][25] | 7.00 | 4
worst max-delay path | rna[0] | qa[17] | 2.91 | 9
Power figures rest on the tool's default switching activity, not on a simulated workload.
