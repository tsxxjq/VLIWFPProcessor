File: flow/constraint.sdc
current_design InstructionFetch

set clk_period 4.0
set clk_io_pct 0.2

create_clock -name clk0 -period $clk_period [get_ports {clock}]

set non_clock_inputs [all_inputs -no_clocks]
set_input_delay [expr $clk_period * $clk_io_pct] -clock clk0 $non_clock_inputs
set_output_delay [expr $clk_period * $clk_io_pct] -clock clk0 [all_outputs]
File: flow/design.v
parameter 					FPRegWidth = 43;
parameter					F_Null 		= 0;
parameter					F_AddSub 	= 1;
parameter					F_Mul 		= 2;
parameter					F_Div 		= 3;
parameter					F_Sqrt 		= 4;
parameter					F_AbsOpp 	= 5;
parameter					F_Trns 		= 6;
module InstructionFetch (clock, nReset, NPC1, NPCSel, freeze, IMemDataOut, IMemAddr, PC, instruction);
input			clock;
input			nReset;
input	[19:0]	NPC1;
input			NPCSel;
input			freeze;
input	[31:0]	IMemDataOut;
output	[19:0]	IMemAddr;
output	[31:0]	instruction;
output	[19:0]	PC;
reg		[19:0]	PC;
wire	[19:0]	NPC0;
wire	[19:0]	NextPC;
assign NPC0 = PC + 4;
assign IMemAddr = PC;
assign instruction = IMemDataOut;
assign NextPC = (NPCSel == 0) ? NPC0 : NPC1;
always @(posedge clock or negedge nReset)
	if(!nReset)
		PC <= #1 0;
	else if(!freeze)
		PC <= #1 NextPC;
endmodule
File: flow/config.mk
export PLATFORM = sky130hd
export DESIGN_NAME = InstructionFetch
export DESIGN_NICKNAME = InstructionFetch
export VERILOG_FILES = /design/flow/design.v
export SDC_FILE = /design/flow/constraint.sdc
export NUM_CORES = 4
export LEC_CHECK = 1
export CORE_AREA = 10 10 110 110
export DIE_AREA = 0 0 120 120
File: flow/run.sh
#!/bin/bash
# OpenROAD 26Q1-2900-gdf79404cd8, Yosys 0.63+post, stock flow scripts
make -C /OpenROAD-flow-scripts/flow DESIGN_CONFIG=/design/flow/config.mk WORK_HOME=/design/flow/orfs finish
==> run notes <==
Results of the run.

The fraction of layout cells with a size suffix above 1 is 0.0594. The startpoint of the most critical hold path is PC[0]. The startpoint of the worst-slack reg-to-reg timing path is PC[7].

The area share of xor/xnor cells in the synthesized design is 0. The largest net degree at the start of global routing is 39. The register with the most flip-flops in the final layout is PC. The biggest combinational cell group after synthesis is buffers and inverters. The synthesized netlist was found by Yosys to have 192 cells. 128 I/O pins were placed. Yosys reported that registers with async set or reset make up 1.00. The number of diodes is 0.

The critical path endpoint category is a flip-flop. The critical path is of the in2reg type. The peak-usage layer in the global routing report is met2. The yosys-reported design area after synthesis is 0.00160 sq mm. The flow ran to the end, and the final reports show no timing, DRC or antenna violations. In the log, the iteration count for the first detailed-route pass is 4. The worst max-slew margin expressed relative to the limit is 0.576. The number of H-tree branching levels is 1.

Per the skew report, the later register of the worst-skew pair sees a clock latency of 0.26 ns. Leaving out fill and tap cells, the most frequent cell in the layout is sky130_fd_sc_hd__clkdlybuf4s50_1. The registers reported with the highest flop counts are PC x20. The cell-mix breakdown from Yosys lists the adder-cell area share as 0.00782. The CTS log lists the clock sinks for this run as 20.

The residual overflow from global routing is 0. The number of synthesized flops with an enable pin is 0. For reference, the final report shows the max-slew violation count at 0. Per the timing report, the biggest fanout along the worst path comes to 25.

The final worst clock skew is 0.00651 ns. The global routing usage on met1 is 0.0923. The final layout reports a setup TNS of 0 ns. In this run the standard cell core region covers 0.00977 sq mm. At the placement stage, the worst setup path has a slack of 1.36 ns. The last timing report of the flow puts the setup violation total at 0. The half-perimeter wire length after placement is 3.70 mm. In the global route stage, met3 resource usage came out at 0.0276. The initialized floorplan defines 36 standard-cell rows.

After synthesis, the mean cell area works out to 8.33 sq um. The count of buffers inserted at the top-level ports is 63. Counting the warning lines in the Yosys log gives 1. The flip-flop count of the largest register after layout is 20.

Yosys mapped the design onto 41 distinct sky130hd cell types. The number of antenna violations at the first check in global routing was 0. The kind of launch point of the worst setup path is a primary input.

The placer's final routability congestion estimate is 0.842. The setup slack after layout is 1.62 ns. Yosys reports the multiplexer fraction of the synthesized area as 0.0196. The ratio of final minimum period to clock period is 0.595. The largest stage delay on the critical path is 0.58 ns. Across the VDD grid, the largest voltage drop is 0.000121 V. Per the repair_timing log after CTS, setup buffers inserted total 0. The critical path data required time is 4.13 ns.

The count of nets left with antenna violations once routing finished came out at 0. The average wire per standard cell is 14.5 um. In the routed layout, each cell is associated on average with a via count of 4.02. TritonCTS built the clock tree. At the worst endpoint, the arrival time is 2.51 ns. The post-CTS hold buffer count recorded in the log is 0. The floorplan die width is 120 um.

The root buffer cell chosen for the clock tree is sky130_fd_sc_hd__clkbuf_8. The first-pass GRT wire length is 7.67 mm. The sequential area share after synthesis is 0.313. In the routed design, unresolved DRC markers number 0. The run reported a max-capacitance violation count of 0.

According to the floorplan report, the die height is 120 um. The time the final worst path needs with I/O delays and setup is 2.38 ns. The stage-log warning count is 25.

After detailed routing, the total wire length is 4.85 mm. Compared with the post-synthesis result, the final layout area differs by 27.8%. The full die area is 0.0144 sq mm. Clock-pin slew was measured on the worst setup and hold paths at 0.08 ns. The number of vias after detailed routing is 1348. Per the STA report, the cell with the highest stage delay on the worst path is sky130_fd_sc_hd__or4_4. Detailed-route iteration 0 reported a violation count of 110. The via count of the first global-routing pass is 1341. The global-route usage over all layers is 0.0653. In this run the static leakage power is 0.756 nW. The cell area that synthesis handed to floorplanning was 0.00160 sq mm. The final-report hold violation count is 0. Static timing analysis puts the maximum clock frequency at 420 MHz. The number of flip-flops and latches in the synthesized netlist is 20. Per the synth stats, the flop cell with the highest instance count is sky130_fd_sc_hd__dfrtp_1.

Per the synthesis report, the AND-OR/OR-AND share of the synthesized area is 0.182. The simple-gate portion of the synthesized area is 0.199. The report lists the cells along the critical path as clkdlybuf4s50_1, buf_4, or4_4, nor4b_2, a311oi_1. The initial core utilization is 0.164. The number of clock buffers inserted by TritonCTS is 3.

The largest buffer count on any clock path is 2. The met2 layer usage reported by global route is 0.0949. The power density over the cells is 309 mW/mm^2.

Setup repair after global routing left no endpoint under its margin. The slew at the pin closest to its max-slew limit is 0.631 ns. The path class of the lowest-slack min-delay path is reg2reg.

The post-cts resize count is 0. The launch point of the critical path was reported as freeze. The library cells used most frequently in the layout, excluding fill and tap cells, are sky130_fd_sc_hd__clkdlybuf4s50_1, sky130_fd_sc_hd__dfrtp_1, sky130_fd_sc_hd__nand2_1.

The number of instances in the synthesized netlist is 192.
final timing paths:
path                       cells past startpoint      to  slack (ns)
max                                            5  PC[15]        1.62
min                                            2   PC[0]        0.51
max reg2reg                                    4  PC[15]        2.10
min reg2reg                                    2   PC[0]        0.51
max in group asynchronous                      2   PC[8]        2.89
min in group asynchronous                      2   PC[0]        0.88
cell families (layout without fill, tap and decap cells):
kind of cell	count (synthesis)	count (layout)
AND-OR/OR-AND	44	44
adder cells (fa/ha/maj)	1	1
buffers and inverters	67	77
flip-flops	20	20
multiplexers	3	3
AND/OR/NAND/NOR	57	57
power breakdown:
group / internal (mW) / switching [mW] / total, mW
Clock: 0.0671 / 0.0683 / 0.135
Sequential: 0.231 / 0.0536 / 0.284
Combinational: 0.147 / 0.0642 / 0.212
cell type report:
cell class	count	area, sq um
inverters	8	30.0
clock buffers	3	41.3
well taps	133	166
fillers	1080	7730
multi-input cells	105	652
flip-flops and latches	20	500
repair buffers	66	653
per-layer routing:
metal  routed length, um  vias to the layer above  share of wire
li1                    -                      664              -
met1                2310                      623           0.48
met2                2060                       59           0.43
met3                 462                        2          0.095
met4                   5                        0         0.0010
met5                   0                        -              0
worst max-delay path, delay by kind of cell:
family	cells	cell delay, ns
AOI/OAI and AO/OA	1	0.15
buffers and inverters	2	0.61
and+or+nand+nor	2	0.94
through the flow:
stage	cells	power, mW	hold slack, ns	area (sq um)	utilization
2_1_floorplan	192	0.386	0.447	1600	-
3_3_place_gp	332	0.504	0.495	2000	0.205
3_5_place_dp	332	0.505	0.498	2000	0.205
4_1_cts	335	0.641	0.516	2040	0.209
5_1_grt	335	0.677	0.555	2040	0.209
6_report	335	0.631	0.512	2040	0.209
cell usage after synthesis, types with 2 or more instances:
cell,number,area [sq um]
sky130_fd_sc_hd__nor2_1,5,18.8
sky130_fd_sc_hd__nor4_1,3,18.8
sky130_fd_sc_hd__buf_4,52,390
sky130_fd_sc_hd__o22a_1,3,26.3
sky130_fd_sc_hd__and4_1,2,17.5
sky130_fd_sc_hd__nand3_1,10,50.1
sky130_fd_sc_hd__a22oi_1,3,22.5
sky130_fd_sc_hd__inv_1,7,26.3
sky130_fd_sc_hd__clkbuf_1,5,18.8
sky130_fd_sc_hd__o22ai_1,4,25.0
sky130_fd_sc_hd__a21oi_1,8,40.0
sky130_fd_sc_hd__nor3_1,5,25.0
sky130_fd_sc_hd__o21ai_0,10,50.1
sky130_fd_sc_hd__a311oi_1,2,17.5
sky130_fd_sc_hd__mux2i_1,2,20.0
sky130_fd_sc_hd__buf_1,2,7.51
sky130_fd_sc_hd__and3_1,3,18.8
sky130_fd_sc_hd__dfrtp_1,20,500
sky130_fd_sc_hd__a31oi_1,3,18.8
sky130_fd_sc_hd__nand2_1,18,67.6
sky130_fd_sc_hd__a211oi_1,4,30.0
sky130_fd_sc_hd__o211ai_1,2,15.0
Power is estimated from default activity; no workload was simulated.
